==> flow/design.v <==
module counter(
	input clk,
	input areset,
	input ready_in,
	output reg valid,
	output reg [127:0] count
	);
	reg [127:0] ctr;
	always@ (posedge clk) begin		
		if (~areset) begin
			ctr<=0;
		end else begin
			if(ready_in) begin
				ctr <= ctr + 1;
				valid <=1'b1;
		end
			else begin
				ctr <= 0;
				valid <=0;
			end
	end
end	
	assign count = ctr;
endmodule
==> flow/run.sh <==
#!/bin/bash
# OpenROAD 26Q1-2900-gdf79404cd8, Yosys 0.63+post, stock flow scripts
make -C /OpenROAD-flow-scripts/flow DESIGN_CONFIG=/design/flow/config.mk WORK_HOME=/design/flow/orfs finish
==> flow/config.mk <==
export PLATFORM = sky130hd
export DESIGN_NAME = counter
export DESIGN_NICKNAME = counter
export VERILOG_FILES = /design/flow/design.v
export SDC_FILE = /design/flow/constraint.sdc
export NUM_CORES = 4
export LEC_CHECK = 1
export CORE_UTILIZATION = 40
==> flow/constraint.sdc <==
current_design counter

set clk_period 16.7
set clk_io_pct 0.2

create_clock -name clk0 -period $clk_period [get_ports {clk}]

set non_clock_inputs [all_inputs -no_clocks]
set_input_delay [expr $clk_period * $clk_io_pct] -clock clk0 $non_clock_inputs
set_output_delay [expr $clk_period * $clk_io_pct] -clock clk0 [all_outputs]
==> reports/metrics.cfg <==
[run_status]
outcome = finished, final reports clean

[floorplanning]
dieArea_mm2 = 0.0175
dieWidth_um = 132
row_count = 47
fp_util = 0.409
die_h_um = 132
design.core.area_mm2 = 0.0166
ios = 132

[logic_synthesis]
synth-main-ff-cell = dfxtp_1
yosys_area_mm2 = 0.00679
syn_area_per_cell_um2 = 7.95
syn_inst = 854
synth_top_area_share = 0.378
yosysSeqAreaShare = 0.382
ys.warnings.count = 2
top_cell = nor2_1
yosys-stat-cells = 854
area_leaders = dfxtp_1, xnor2_1, nor2_1, nand4_1, nand3_1
synthDistinctLibCells = 45
syn_area_mm2 = 0.00679
async_flop_share = 0
top_area_cell = dfxtp_1
synthTopCellsByCount = nor2_1, dfxtp_1, nand4_1
numSynthFlops = 129
edf_count = 1

[timing]
tightest_slew_ns = 0.857
finalClockSkew_ns = 0.00818
max_freq_mhz = 204
finalClockPeriodUsage = 0.293
maxSlewViolCount = 0
setup_slack_ns = 11.80
hold-worst-slack_ns = 0.488
fin_tns_setup_ns = 0
final-setup-viol-count = 0
fin_crit_ns = 4.90
hold_violations = 0
relSlewSlack = 0.423
rsz0062_at_grt = false

[worst_setup_path]
cp_data_required_time_ns = 13.36
max_stage_delay_ns = 0.59
r2r_end = ctr[120]
r2r_setup_slack_ns = 13.32
path_max_fanout = 8
setup.worst_path.start_class = register
arrival_ns = 1.56
critPathCaptureType = primary output
path_buffers = 1
critical_path.startpoint = ctr[81]
path_cells = clkdlybuf4s50_1
cp_top_family = flip-flops
crit_path_top_delay_cell = dfxtp_1
critical_path_class = reg -> out
rr_startpoint = ctr[12]
reg2reg_depth = 6

[route]
diodes = 0
drt_wl_total_um = 24000
drc_errors = 0
drt_iter0_drc = 582
vias = 7111
vias_per_cell = 5.79
avgRoutedWirePerCell_um = 19.6
dr.pass1.iters = 5
ant_nets = 0

[layout]
finish.utilization = 0.543
syn2layout_area_growth_pct = 32.8
finalNonFillerCells = 1228
drive_gt1_frac = 0.0595
fin_area_mm2 = 0.00901
fill_cells = 1547

[clock_tree]
tritoncts = built
cts_root_buf = clkbuf_16
hold_buffers = 0
clk_latency_ns = 0.43
cts_setup_buffers = 0
cts_resized = 0
cts_sinks = 129
h-tree-depth = 4
cts_made_buffers = 17
cts_max_path_buffers = 2
path_clk_slew_ns = 0.06

[global_route]
grt_max_degree = 43
track_usage = 0.286
gr-total-overflow = 0
grt_pass1_vias = 6246
grt_pass1_wl_um = 37300
grt_antenna_before_repair = 0

[power]
p_leak_nw = 2.67
peakVddDrop_mv = 0.0702
power_uw = 710
powerDensity_mw_per_mm2 = 78.8

[min_path]
hold_end = ctr[116]
min_path_type = reg -> reg
holdPathStages = 2
hold_path_startpoint = ctr[116]

[placement]
placed_cell_area_mm2 = 0.00840
post-dp-hpwl_um = 17600
preCtsSetupSlack_ns = 11.39
io_buffers = 131
gp_congestion = 0.951
dp.cells = 1196

[run]
warning_count = 25
cap_viol_max_count = 0

==> cells by family after synthesis <==
group / synth area share
mux: 0.00885
flops: 0.382
fa+ha+maj: 0.00184
buf+inv: 0.0195
xor+xnor: 0.120
compound gates: 0.0428
simple gates: 0.425
==> cell type report <==
type                       count  area, µm²  area share
sequential                   129       2590       0.288
tap                          220        275      0.0305
timing repair buffer         145       1420       0.157
clock inverter                10        160      0.0178
inverter                      12       45.0     0.00500
multi-input combinational    690       4070       0.451
clock buffer                  22        454      0.0504
==> cell usage in the layout, fill, tap and decap left out, types with 9 or more instances in the layout <==
cell type	Yosys	final
clkdlybuf4s50_1	0	131
and2_1	14	14
xnor2_1	61	61
nand4_1	78	78
or4_1	9	9
clkbuf_16	0	17
and3_1	20	20
nand3_1	64	64
xor2_1	32	32
inv_1	12	12
or3_1	18	18
o21ai_0	14	14
nor3_1	42	42
buf_4	0	14
dfxtp_1	128	128
and4_1	9	9
nor4_1	48	48
nor2_1	139	139
a21oi_1	20	20
nand2_1	70	69
==> power by group <==
part / internal (mW) / leakage (nW) / switching, mW
clock: 0.253 / 0.298 / 0.139
sequential: 0.309 / 1.04 / 0.000436
combinational: 0.00220 / 1.33 / 0.00670
==> how the worst max path moves through the flow <==
stage	end	slack, ns	depth (start not counted)
CTS	count[81]	11.80	1
global route	ctr[104]	11.73	5
finish	count[81]	11.80	1
==> state kept, by name, summed over array words and instances, names as in the netlist <==
name,flops
ctr,128
valid,1
==> routing by layer <==
layer,vias to the layer above,GRT usage,part of all wire,routed length [µm]
met5,-,0,0,0
met4,0,0.0543,0.022,536
met3,39,0.0609,0.085,2040
met2,338,0.409,0.43,10400
met1,3331,0.455,0.46,11000
li1,3403,-,-,-
Power is estimated from default activity; no workload was simulated.
